`design.v`:
```
`timescale 1ns / 1ps
 module hawk_controller(
    input clk, YP, NS,
    input [3:0] count,
    output reg YL,
    output reg RL,
    output reg DNW,
    output reg W,
    output reg clr_count,
    output reg inc_count,
    output reg[3:0] present_state,
    output reg[3:0] next_state
    );
parameter   S0 = 4'b0000,
            S1 = 4'b0001,
            S2 = 4'b0010,
            S3 = 4'b0011,
            S4 = 4'b0100,
            S5 = 4'b0101,
            S6 = 4'b0110,
            S7 = 4'b0111,
            S8 = 4'b1000,
            S9 = 4'b1001,
            S10 = 4'b1010,
            S11 = 4'b1011,
            S12 = 4'b1100,
            S13 = 4'b1101;
always @(posedge clk)begin
    present_state <= next_state;
end
always @(present_state or YP or NS or count)begin
    case(present_state)
        S0: if(YP==1) next_state = S1; else next_state = S0;
        S1: next_state <= S2;
        S2: next_state <= S3;
        S3: next_state <= S4;
        S4: next_state <= S5;
        S5: next_state <= S6;
        S6: next_state <= S7;
        S7: next_state <= S8;
        S8: if(NS==1) next_state = S9; else next_state = S8;
        S9: if(count==4'hA) next_state = S10; else next_state = S9;
        S10: next_state <= S11;
        S11: next_state <= S12;
        S12: next_state <= S13;
        S13: next_state <= S0;
        default: next_state <= S0;
    endcase
end
always @(present_state)begin
    case(present_state)
        S0:begin
        YL=0; RL=0; DNW=0; W=0; clr_count=1; inc_count=0;
        end
        S1:begin
        YL=1; RL=0; DNW=1; W=0; clr_count=0; inc_count=0;
        end        
        S2:begin
        YL=0; RL=0; DNW=1; W=0; clr_count=0; inc_count=0;
        end        
        S3:begin
        YL=1; RL=0; DNW=1; W=0; clr_count=0; inc_count=0;
        end       
        S4:begin
        YL=0; RL=0; DNW=1; W=0; clr_count=0; inc_count=0;
        end      
        S5:begin
        YL=1; RL=0; DNW=1; W=0; clr_count=0; inc_count=0;
        end     
        S6:begin
        YL=0; RL=0; DNW=1; W=0; clr_count=0; inc_count=0;
        end    
        S7:begin
        YL=0; RL=1; DNW=1; W=0; clr_count=0; inc_count=0;
        end   
        S8:begin
        YL=0; RL=1; DNW=0; W=1; clr_count=0; inc_count=0;
        end     
        S9:begin
        YL=0; RL=1; DNW=0; W=1; clr_count=0; inc_count=1;
        end     
        S10:begin
        YL=0; RL=1; DNW=0; W=0; clr_count=0; inc_count=0;
        end      
        S11:begin
        YL=0; RL=0; DNW=1; W=0; clr_count=0; inc_count=0;
        end  
        S12:begin
        YL=0; RL=1; DNW=0; W=0; clr_count=0; inc_count=0;
        end 
        S13:begin
        YL=0; RL=0; DNW=1; W=0; clr_count=0; inc_count=0;
        end
    endcase
end
endmodule
```
`constraint.sdc`:
```
current_design hawk_controller

set clk_period 1.9
set clk_io_pct 0.2

create_clock -name clk0 -period $clk_period [get_ports {clk}]

set non_clock_inputs [all_inputs -no_clocks]
set_input_delay [expr $clk_period * $clk_io_pct] -clock clk0 $non_clock_inputs
set_output_delay [expr $clk_period * $clk_io_pct] -clock clk0 [all_outputs]
```
`config.mk`:
```
export PLATFORM = sky130hd
export DESIGN_NAME = hawk_controller
export DESIGN_NICKNAME = hawk_controller
export VERILOG_FILES = /design/flow/design.v
export SDC_FILE = /design/flow/constraint.sdc
export NUM_CORES = 4
export LEC_CHECK = 1
export CORE_AREA = 10 10 70 70
export DIE_AREA = 0 0 80 80
```
`run.sh`:
```
#!/bin/bash
# OpenROAD 26Q1-2900-gdf79404cd8, Yosys 0.63+post, stock flow scripts
make -C /OpenROAD-flow-scripts/flow DESIGN_CONFIG=/design/flow/config.mk WORK_HOME=/design/flow/orfs finish
```
==> results.ini <==
[outcome]
status = completed

[final_timing]
rsz0062_at_grt = no
fin_crit_sh = 0.936
hold_viol_final = 0
worst_clock_skew_ps = 0.0399
layout_setup_ws_ps = 122
hold_slack_ps = 571
tightest_slew_ps = 231
setup-violations-final = 0
finalCriticalPeriod_ps = 1780
untimed_endpoints = 12
fmax_mhz = 563
drv_slew = 0
unclocked_regs = 6
maxSlewHeadroom = 0.846

[drt]
drc = 0
drt_iter0_drc = 12
drt-total-wl_um = 1190
via_per_inst = 3.46
antenna-diode-count = 0
avgRoutedWirePerCell_um = 9.99
first_pass_iters = 4
antenna_left = 0
vias = 412

[yosys]
yosys.area.top_type_share = 0.232
synth_flop_count = 10
ys_cells = 48
syn-cell-area_um2 = 388
ys_warn_count = 1
ys_types = 22
topCellsByArea = dlxtn_1 23%, dfxtp_1 21%, nand2_1 7.7%, buf_4 5.8%, nor2_1 5.8%
largest_area_cell = dlxtn_1
avgSynthCellArea_um2 = 8.08
syn-instance-count = 48
yosys_area_um2 = 388

[critical_path]
path_class = in -> out
critical_path_required_ps = 1520
r2r_start = present_state[1]
arrival_ps = 1400
cp-end-kind = output port
crit_start = NS
crit_fanout = 2
setup.worst_path.start_class = input port

[layout]
area_delta_synth_final_pct = 83.5
lay_top_cells = 12 x clkdlybuf4s50_1, 8 x nand2_1, 6 x dlxtn_1, 6 x nor2_1, 4 x dlygate4sd2_1
mostFrequentLayoutCell = clkdlybuf4s50_1
drive_gt1_frac = 0.233
design_area_um2 = 712

[clocking]
cts_root_buf = clkbuf_4
cts_buffers = 3
clk_path_buf_depth = 2
h-tree-depth = 1
clk_latency_ps = 230
tritoncts = built
path_clk_slew_ps = 40

[floorplanning]
die_area_mm2 = 0.00640
rows = 21
core_mm2 = 0.00342
fp_util = 0.114
die_w_um = 80
die_h_um = 80
ios = 21

[place]
place_area_um2 = 657
gp_congestion = 0.759
dp_slack_ps = -422
numPortBuffers = 20
hpwlAfterDp_um = 958

[global_routing]
grt_use_total = 0.0350
antenna_found_initial = 0
grt_start_max_net_pins = 14
grt_pass1_vias = 397
overflow = 0
grt_pass1_wl_um = 1880

[pwr]
power_w = 0.000919
leakage_nw = 0.337
max-vdd-ir-drop_mv = 0.703
power_density_mw_per_mm2 = 1290

[flow_run]
tool_warnings = 25
max-cap-violations = 0

[min_path]
hold_path.class = reg -> reg
worstHoldStart = present_state[0]

[cell families (layout without fill, tap and decap cells)]
family / count (synthesis) / after routing / synth area share
AND/OR/NAND/NOR: 22 / 22 / 0.297
latches: 6 / 6 / 0.232
AND-OR/OR-AND: 11 / 11 / 0.187
buffers and inverters: 5 / 30 / 0.0774
flip-flops: 4 / 4 / 0.206
[worst paths after layout]
| check | depth (start not counted) | slack, ps | to |
|---|---|---|---|
| max | 5 | 120 | next_state[0] |
| min | 2 | 570 | present_state[1] |
| max reg2reg | 3 | 760 | present_state[0] |
| min reg2reg | 2 | 570 | present_state[1] |
[repair_timing]
| action | in CTS | in global routing |
|---|---|---|
| cloned | 0 | 0 |
| gates resized | 14 | 7 |
| setup endpoints to repair | 4 | 2 |
| pin swaps | 5 | 3 |
| setup buffers | 1 | 0 |
| hold buffers | 0 | 0 |
[report_power, final]
group	switching, W	internal, W	total (W)
combinational	0.000264	0.000350	0.000614
sequential	0.0000397	0.000161	0.000201
clock	0.0000338	0.0000706	0.000104
[cells in the mapped netlist (all sizes together)]
cell / n
dfxtp: 4
nand4b: 1
nor4b: 1
inv: 1
nand3: 1
nor4bb: 1
nand2: 9
a2bb2oi: 1
o311a: 1
dlxtn: 6
o21ai: 4
o211a: 1
clkbuf: 1
o32ai: 1
a21oi: 3
and3b: 1
or2: 1
nor2: 6
and2: 1
buf: 3
[cell type report]
class | count | area [um2]
repair buffers | 26 | 246
flip-flops and latches | 10 | 173
fillers | 383 | 2700
multi-input cells | 33 | 209
well taps | 46 | 57.6
clock buffers | 3 | 22.5
inverters | 1 | 3.75
[worst max-delay path, cell delays in order]
cell and delay, ps:
clkdlybuf4s50_1 420, nor4b_2 220, o32ai_1 120, o311a_1 140, buf_2 120
[metrics by stage]
stage          setup TNS (ps)  utilization  instances
2_1_floorplan               0            -         48
3_3_place_gp             -784        0.192        115
3_5_place_dp             -830        0.192        115
4_1_cts                     0        0.203        119
5_1_grt                     0        0.208        119
6_report                    0        0.208        119
[per-layer routing]
metal  vias to the layer above  GRT usage  wire length (um)
met4                         0    0.00880                25
met5                         -          0                 0
met1                       169     0.0487               589
met3                         4     0.0182               132
li1                        219          -                 -
met2                        20     0.0457               442
[registers in the layout (all words and copies together) (netlist names)]
register and cells:
YL 1, inc_count 1, DNW 1, clr_count 1
RL 1, W 1, present_state 4
