--- design/flow/config.mk ---
export PLATFORM = sky130hd
export DESIGN_NAME = hawk_datapath
export DESIGN_NICKNAME = hawk_datapath
export VERILOG_FILES = /design/flow/design.v
export SDC_FILE = /design/flow/constraint.sdc
export NUM_CORES = 4
export LEC_CHECK = 1
export CORE_AREA = 10 10 70 70
export DIE_AREA = 0 0 80 80
--- design/flow/design.v ---
`timescale 1ns / 1ps
module hawk_datapath(
    input clk, clr_count, inc_count,
    output reg[3:0] count
    );
always @(posedge clk)begin
    if (clr_count)
        count = 4'b0000;
    else if (inc_count)
        count = count + 4'b0001;
end
endmodule
--- design/flow/constraint.sdc ---
current_design hawk_datapath

set clk_period 1.0
set clk_io_pct 0.2

create_clock -name clk0 -period $clk_period [get_ports {clk}]

set non_clock_inputs [all_inputs -no_clocks]
set_input_delay [expr $clk_period * $clk_io_pct] -clock clk0 $non_clock_inputs
set_output_delay [expr $clk_period * $clk_io_pct] -clock clk0 [all_outputs]
--- design/flow/run.sh ---
#!/bin/bash
# OpenROAD 26Q1-2900-gdf79404cd8, Yosys 0.63+post, stock flow scripts
make -C /OpenROAD-flow-scripts/flow DESIGN_CONFIG=/design/flow/config.mk WORK_HOME=/design/flow/orfs finish
==> run summary <==
impl run done, here's what came out: Mapped Cells=16, Synth Seq Share=between 40% and 50%, Antenna Cells=0, Top cell excl fill/tap=buf_4, Post-CTS Hold Buffers=0, slowest CP cell=dfxtp_2, number of global-route vias before repair=around 190, commonest cells after routing, fill and taps aside=buf_4 (5), dfxtp_2 (4), nor2_1 (3), clkbuf_4 (3), clkdlybuf4s15_1 (3), DP Worst Slack=-0.2178 ns, Leakage Power=0.0001656 uW, site row count=21, Hold WS=0.5933 ns, RSZ-0062 raised after global routing=true, kind of critical path=reg -> reg, core box area=around 3400 um2, Post-Syn Area per Cell=approximately 11 um2, slew margin rel.=about nine tenths, later-pin clock latency in the skew report=between 0.2 and 0.25 ns, synth warn=1, drt first-iter violations=10, part of the power in registers=about two fifths, Critical Path Source Type=flop, yosys cell count=16, die height=80 um, Post-synth regs=4, initial antenna violation count=0, Psw=a little over 100 uW, Vias/cell=roughly 2.2, synthesis area per yosys=approximately 180 um2, DRT antenna net count=0, drt drc=0, most used cell, CP=buf_6, cts bufs inserted=3, WP data required=approximately 1.2 ns, Final Setup Violations=3, Final Skew=roughly 0.0047 ns, Post-DP Area=~330 um2, count of tool warnings=27, clock sinks=4, share of layout cells above drive strength 1=around 60%, Die Span X=roughly 80 um, post-route cell area=~400 um2, switching portion of total power=22.16%, Top delay family on crit path=flip-flops, Synth area leaders=dfxtp_1 (45%), mux2_4 (8.4%), ha_1 (7.0%), die area=roughly 6400 um2, Yosys top cell by area=dfxtp_1, max_cap viols=0, wire per inst=~6.7 um, worst path cell trace=buf_6 > buf_6 > ha_4 > a21bo_2 > a21oi_2, Max VDD drop=354.2 uV, Util after Layout=about an eighth, RePlAce Congestion=between 0.6 and 0.7, depth of the CTS H-tree=1, Netlist cell types=11, CP arrival=approximately 1.2 ns, final std cells w/o fill=a little under 80, Clk pin slew, worst setup/hold paths=~0.040 ns, Post-Syn Area=178.9 um2, I/O Pins=7, fin crit period=around 1.0 ns, PnR worst setup slack=-0.04644 ns, Final Cycle Share=104.6%, routed vias=174, area delta synth->final=123.1%, Gate power share=a little under a fifth, DP Cell Count=between 70 and 80, fmax=about 0.96 GHz, crit-path max cell delay=approximately 0.32 ns, Worst-Margin Slew=~0.13 ns, root buf cell=clkbuf_4, PD cells=1159 nW/um2, Initial DRT Pass Iterations=3, CTS tree=done, Port-buffer cells=6, internal power=roughly 360 uW, CTS Buffer Depth=2, outcome=finished, violations left, fin. max-slew vios=0, CP bufs+invs=2, total track usage=roughly 1.7%, failing checks=negative setup slack, Final Hold Fails=0, GR Overflow Total=0, Crit. End Element=flop, Dominant cell area share=44.76%, Hold Crit Class=reg -> reg, largest fanout on the critical path=2, Clk pwr share=around 43%, first-pass GRT wire length=between 800 and 900 um, largest net degree at the start of global routing=5, total detailed-routing wirelength=roughly 520 um, Initial Util=5.238%, Largest register FFs=4
[metrics by stage]
stage | TNS (ns) | power, uW
after floorplan | 0 | 197.4
after global placement | -0.8837 | 249.2
after detailed placement | -0.7949 | 249.2
after CTS | -0.1191 | 473.2
after global routing | -0.2544 | 491.1
final | -0.1104 | 462.5
[worst paths after layout]
kind	start	end	slack, ns	cells past startpoint
max	count[1]	count[2]	-0.05	5
min	count[1]	count[1]	0.59	3
max reg2reg	count[1]	count[2]	-0.05	5
min reg2reg	count[1]	count[1]	0.59	3
[cell type report]
type                       count  area [um2]
fill                         399        3017
sequential                     4       85.08
clock buffer                   3       22.52
tap                           46       57.56
multi-input combinational     12       115.1
timing repair buffer          13       118.9
[kinds of logic (layout without fill, tap and decap cells)]
logic type	Yosys count	after routing	synth area share [%]
compound gates	2	2	8.389
xor+xnor	1	1	4.896
fa+ha+maj	1	1	6.992
buf+inv	0	16	0
flops	4	4	44.76
mux	2	2	13.98
simple gates	6	6	20.98
[Yosys cell counts, drive strengths merged]
| library cell | instances |
|---|---|
| nor2b | 1 |
| nor2 | 3 |
| nand4 | 1 |
| mux2i | 1 |
| dfxtp | 4 |
| mux2 | 1 |
| xnor2 | 1 |
| a21oi | 1 |
| a21bo | 1 |
| nand3b | 1 |
| ha | 1 |
[worst min-delay path: stages (launching register included)]
cell	delay (ns)
dfxtp_2	0.33
buf_6	0.09
mux2i_1	0.06
nor2_1	0.08
[metal layers]
metal  up-vias  wire length, um  track usage (%)
li1         90                -                -
met1        79              264            1.989
met2         5              186            1.926
met3         0               69            2.045
met4         0                0           0.3521
met5         -                0                0
[power by group through the flow]
stage	Sequential, uW	Clock, uW	Combinational [uW]
4_1_cts	177	211	85.7
6_report	176	200	86.6
5_1_grt	178	216	96.6
[what timing repair did]
item,CTS,global route
gates resized,13,3
cloned,0,0
buffers inserted,2,0
setup endpoints to repair,7,6
pin swaps,2,0
Power is estimated from default activity; no workload was simulated.
